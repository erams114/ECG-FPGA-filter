**./design.v**
```verilog
module RX( 
    input wire Clk,          
    input wire nRst,        
    input wire rx,           
    output reg [7:0] rx_data,  
    output reg rx_ready      
);
    parameter CLK_FREQ = 50000000;  
    parameter BAUD_RATE = 115200;
    parameter BIT_PERIOD = CLK_FREQ / BAUD_RATE;
    reg [3:0] bit_index;     
    reg [15:0] clk_count;    
    reg [9:0] shift_reg;     
    reg rx_active;           
    always @(posedge Clk, negedge nRst) begin
        if (~nRst) begin
            rx_data <= 8'b0;
            rx_ready <= 1'b0;
            rx_active <= 1'b0;
            clk_count <= 0;
            bit_index <= 0;
        end
        else begin
            if (!rx_active && !rx) begin
                rx_active <= 1'b1;
                clk_count <= BIT_PERIOD / 2;   
                bit_index <= 0;
            end
            else if (rx_active) begin
                if (clk_count < BIT_PERIOD - 1) begin
                    clk_count <= clk_count + 1;
                end
                else begin
                    clk_count <= 0;
                    shift_reg[bit_index] <= rx;  
                    if (bit_index < 9) begin
                        bit_index <= bit_index + 1;
                    end
                    else begin
                        rx_active <= 1'b0;
                        rx_data <= shift_reg[8:1];  
                        rx_ready <= 1'b1;
                    end
                end
            end
            else begin
                rx_ready <= 0;  
            end
        end
    end
endmodule
module TX(
    input wire Clk,          
    input wire nRst,          
    input wire tx_start,      
    input wire [7:0] tx_data, 
    output reg tx,            
    output reg tx_busy        
);
    parameter CLK_FREQ = 50000000;  
    parameter BAUD_RATE = 115200;
    parameter BIT_PERIOD = CLK_FREQ / BAUD_RATE;
    reg [3:0] bit_index;      
    reg [15:0] clk_count;     
    reg [9:0] shift_reg;      
    always @(posedge Clk, negedge nRst) begin
        if (~nRst) begin
            tx <= 1'b1;   
            tx_busy <= 1'b0;
            clk_count <= 0;
            bit_index <= 0;
        end
        else if (tx_start && !tx_busy) begin
            shift_reg <= {1'b1, tx_data, 1'b0};
            tx_busy <= 1'b1;
            clk_count <= 0;
            bit_index <= 0;
            tx <= 1'b0;  
        end
        else if (tx_busy) begin
            if (clk_count < BIT_PERIOD - 1) begin
                clk_count <= clk_count + 1;
            end
            else begin
                clk_count <= 0;
                if (bit_index < 9) begin
                    bit_index <= bit_index + 1;
                    tx <= shift_reg[bit_index];
                end else begin
                    tx_busy <= 1'b0;  
                    tx <= 1'b1;   
                end
            end
        end
    end
endmodule
module UART( 
    input wire Clk,          
    input wire nRst,  
    input logic rx, 
    output logic tx, 
    output logic [7:0] led   
);
    logic [7:0] rx_data;
    logic rx_ready;
    logic tx_busy;
    logic tx_start;
    logic [7:0] tx_data;
    RX uart_rx(
        .Clk(Clk),
        .nRst(nRst),
        .rx(rx),
        .rx_data(rx_data),
        .rx_ready(rx_ready)
    );
    TX uart_tx(
        .Clk(Clk),
        .nRst(nRst),
        .tx_start(tx_start),
        .tx_data(tx_data),
        .tx(tx),
        .tx_busy(tx_busy)
    );
    always_ff @(posedge Clk) begin
        if (rx_ready && !tx_busy) begin
            tx_data <= rx_data;
            tx_start <= 1;
        end else begin
            tx_start <= 0;
        end
    end
    assign led = rx_data; 
endmodule
```
**./run.sh**
```bash
#!/bin/bash
# OpenROAD 26Q1-2900-gdf79404cd8, Yosys 0.63+post, stock flow scripts
make -C /OpenROAD-flow-scripts/flow DESIGN_CONFIG=/design/flow/config.mk WORK_HOME=/design/flow/orfs finish
```
**./config.mk**
```make
export PLATFORM = sky130hd
export DESIGN_NAME = UART
export DESIGN_NICKNAME = UART
export VERILOG_FILES = /design/flow/design.v
export SDC_FILE = /design/flow/constraint.sdc
export NUM_CORES = 4
export LEC_CHECK = 1
export CORE_UTILIZATION = 40
export SYNTH_HDL_FRONTEND = slang
```
**./constraint.sdc**
```tcl
current_design UART

set clk_period 4.3
set clk_io_pct 0.2

create_clock -name clk0 -period $clk_period [get_ports {Clk}]

set non_clock_inputs [all_inputs -no_clocks]
set_input_delay [expr $clk_period * $clk_io_pct] -clock clk0 $non_clock_inputs
set_output_delay [expr $clk_period * $clk_io_pct] -clock clk0 [all_outputs]
```
==> flow_summary.yaml <==
# physical design summary
final_layout:
  areaGrowthSynthToFinish_pct: 12.5
  register_area_um2: 2040
  largest_registers: "uart_rx.clk_count: 16 flops, uart_tx.clk_count: 16 flops"
  post_route_cells_drive_above_1_share: 0.137
  final_area_um2: 3890
  final_util: 0.469
  logic_area_um2: 1310
  fill_cells: 756
floorplan:
  fp_util: 0.416
  die_h_um: 95.0
  rows: 33
  io_pins: 12
  die_w_um: 95.0
  core-area_um2: 8300
  die-area_um2: 9020
clock_tree:
  clkLatencyLatePin_ps: 340
  path_clk_slew_ps: 80
  clock-sinks: 77
  cts_tree: "yes"
  cts_buffer_depth: 2
  cts_hold_buf: 0
  cts_setup_buffers: 0
  h-tree-depth: 3
  cts_made_buffers: 9
  cts_root_buffer: "clkbuf_8"
  cts_resized: 0
synth:
  ys_sh_mux: 0.0474
  topCombFamilyByArea: "simple AND/OR/NAND/NOR gates"
  ys_types: 53
  netlist_area_um2: 3460
  ys_sh_adder: 0.0398
  ff_type: "dfrtp_1"
  synth_seq_share: 0.591
  synth_cells: 294
  synth-simple-area-share: 0.161
  ys_sh_xor: 0.0203
  yosys_warnings: 0
  aoi_share: 0.111
  edf_count: 24
  ys.flops: 77
  async_reset_ff_frac: 0.675
  syn_avg_cell_area_um2: 11.8
  synth_chip_area_um2: 3460
  yosys-stat-cells: 294
global_route:
  use_met3: 0.0466
  top_usage_layer: "met2"
  grt_pass1_vias: 2222
  met1_usage: 0.216
  grt_pass1_wl_mm: 9.96
  grt_antenna_before_repair: 0
  grt-ovfl-total: 0
  use_met2: 0.231
  grt.total_usage: 0.147
  grt_max_degree: 34
place:
  post_dp_cell_area_um2: 3670
  dpl.hpwl_mm: 3.85
  io_buffers: 11
  gp_routability_congestion: 0.783
sta:
  drv_slew: 0
  setup_viol: 0
  fin_skew_ps: 11.9
  relSlewSlack: 0.529
  layout_min_cycle_time_ps: 2250
  fin_crit_sh: 0.524
  rsz0062_at_grt: "no"
  timing.hold.ws_ps: 412
  fin_setup_tns_ps: 0
  max_freq_mhz: 444
  hold_violations: 0
  worstMarginPinSlew_ps: 704
flow_run:
  warnings: 32
  cap_violations: 0
status:
  status: "finished, final reports clean"
hold_path:
  hold_class: "flip-flop to flip-flop"
routing:
  finalWirelength_mm: 5.67
  antenna_left: 0
  drt_pass1_iterations: 6
  drtIter0Drc: 57
  num_vias: 2132
  diodes: 0
  drc: 0
  avgViaCountPerCell: 5.08
  wire_per_inst_um: 13.5
critical_path:
  path_delay_family: "buffers and inverters"
  slowest_stage: "clkdlybuf4s50_1"
  cp_max_fo: 14
  critPathLaunchType: "input pin"
  path_cells: "clkdlybuf4s50_1 > nor2b_1 > a21oi_1 > o211a_1"
  crit_arrival_ps: 2480
  cp-end-kind: "flip-flop"
  max_stage_delay_ps: 720
  critPathKind: "input pin to flip-flop"
  path_buffers: 1
  cp_data_required_time_ps: 4530
pwr:
  leakage_nw: 1.63
  p_total_mw: 2.18
  power_density_nw_per_um2: 561
  ir_worst_vdd_mv: 0.287
## logic make-up after synthesis
group	Yosys count
adder cells (fa/ha/maj)	11
flip-flops	77
XOR/XNOR	8
AND/OR/NAND/NOR	105
multiplexers	15
buffers and inverters	26
AND-OR/OR-AND	52
## worst paths after layout
path / startpoint / end / slack, ps / cells after the start
setup / recovery: rx / uart_rx.clk_count[7] / 2050 / 4
min in group asynchronous: nRst / uart_rx.bit_index[2] / 510 / 1
setup reg to reg: uart_rx.clk_count[0] / uart_rx.rx_data[5] / 2120 / 7
hold / removal: tx_data[1] / uart_tx.shift_reg[2] / 410 / 0
max in group asynchronous: nRst / uart_tx.tx / 2950 / 2
hold reg to reg: tx_data[1] / uart_tx.shift_reg[2] / 410 / 0
## metrics by stage
| stage | setup WS, ps | instances |
|---|---|---|
| 5_1_grt | 1950 | 420 |
| 3_5_place_dp | 1660 | 404 |
| 6_report | 2050 | 420 |
| 3_3_place_gp | 1710 | 404 |
| 4_1_cts | 2010 | 420 |
| 2_1_floorplan | 2400 | 294 |
## routing by layer
layer  wire length, um  vias up
li1                  -     1081
met1              2850     1023
met2              2530       20
met3               195        8
met4                91        0
met5                 0        -
## Yosys cell counts, types with 2 or more instances
cell type	number	area, um^2
a31oi_1	3	18.8
o31ai_1	2	15.0
edfxtp_1	24	721
nand2_1	21	78.8
and3_1	3	18.8
or3_1	2	12.5
a221o_1	2	20.0
nor2b_1	3	18.8
nor3b_1	2	15.0
nor4_1	4	25.0
mux2_2	11	124
inv_1	18	67.6
o21ai_0	15	75.1
dfrtp_1	51	1280
xor2_1	6	52.6
clkbuf_1	6	22.5
nand2b_1	3	18.8
mux2i_1	4	40.0
ha_1	11	138
xnor2_1	2	17.5
a21oi_1	10	50.1
nor3_1	5	25.0
o221ai_1	2	17.5
and2_1	12	75.1
a21o_1	3	22.5
a41oi_1	2	17.5
nor2_1	28	105
nand3_1	14	70.1
## placed cells by master, fill, tap and decap left out, types with 3 or more instances in the layout
cell             Yosys  layout
a21o_1               3       3
nor2_1              28      28
nor2b_1              3       3
mux2i_1              4       4
clkbuf_8             0       9
ha_1                11      11
dfrtp_1             51      51
nor3_1               5       5
nand3_1             14      14
a31oi_1              3       3
clkinv_2             0       3
nor4_1               4       4
inv_1               18      18
mux2_2              11      11
nand2_1             21      21
and3_1               3       3
a21oi_1             10      10
xor2_1               6       6
o21ai_0             15      15
clkdlybuf4s50_1      0      10
and2_1              12      12
nand2b_1             3       3
edfxtp_1            24      24
## worst register-to-register path, delay by kind of cell (launching register included)
| family | cells | cell delay, ps |
|---|---|---|
| DFF | 1 | 450 |
| buffers and inverters | 1 | 70 |
| muxes | 1 | 380 |
| and+or+nand+nor | 2 | 480 |
| adders and majority gates | 1 | 190 |
| AOI/OAI and AO/OA | 2 | 500 |
## report_power, final
| group | total (mW) | switching, mW | internal [mW] |
|---|---|---|---|
| clock network | 0.582 | 0.258 | 0.323 |
| registers | 1.09 | 0.176 | 0.917 |
| logic | 0.505 | 0.244 | 0.261 |
| total | 2.18 | 0.678 | 1.50 |
## area by class of cell
class                      instances  area share
inverter                          18      0.0174
timing repair buffer              13      0.0309
sequential                        77       0.525
tap                              105      0.0338
multi-input combinational        191       0.338
clock inverter                     7      0.0232
clock buffer                       9      0.0319
Power is estimated from default activity; no workload was simulated.
